--- config.mk ---
export PLATFORM = sky130hd
export DESIGN_NAME = ledBCD
export DESIGN_NICKNAME = ledBCD
export VERILOG_FILES = /design/flow/design.v
export SDC_FILE = /design/flow/constraint.sdc
export NUM_CORES = 4
export LEC_CHECK = 1
export CORE_AREA = 10 10 70 70
export DIE_AREA = 0 0 80 80
--- constraint.sdc ---
current_design ledBCD

set clk_period 1.7
set clk_io_pct 0.2

create_clock -name clk0 -period $clk_period

set non_clock_inputs [all_inputs -no_clocks]
set_input_delay [expr $clk_period * $clk_io_pct] -clock clk0 $non_clock_inputs
set_output_delay [expr $clk_period * $clk_io_pct] -clock clk0 [all_outputs]
--- design.v ---
module circuitA3bit (inA, outA);
parameter numBit = 2;
input [numBit:0] inA;
output [numBit:0] outA;
assign outA = inA - 2;
endmodule
module circuitB (inB, outB);
parameter numBit = 6;
input inB;
output reg [6:0] outB;
always @ (inB) begin
    case (inB)
      0 : outB = 7'b0000001;  
      1 : outB = 7'b1001111;  
      default : outB = 7'b1111111;
    endcase
end
endmodule
module comparator4bit(inCompa, outCompa);
parameter numBit = 3;
input [numBit:0] inCompa;
output outCompa;
assign outCompa = (inCompa > 9) ? 1 : 0;
endmodule
module decoder4bit (inDe, outDe);
parameter numBitIn = 3;
parameter numBitOut = 6;
input [numBitIn:0] inDe;
output reg [numBitOut:0] outDe;
always @ (inDe) begin
  case (inDe)
    0 : outDe = 7'b0000001;
    1 : outDe = 7'b1001111;
    2 : outDe = 7'b0010010;
    3 : outDe = 7'b0000110;
    4 : outDe = 7'b1001100;
    5 : outDe = 7'b0100100;
    6 : outDe = 7'b0100000;
    7 : outDe = 7'b0001111;
    8 : outDe = 7'b0000000;
    9 : outDe = 7'b0000100;
    default : outDe = 7'b1111111;
  endcase
end
endmodule 
module ledBCD (inLed, outD1, outD0);
parameter numBitIn = 3;
parameter numBitOut = 6;
input [numBitIn:0] inLed;
output [numBitOut:0] outD1, outD0;
wire [3:0] m;
wire z;
wire [2:0] outCir;
comparator4bit comp (.inCompa(inLed), .outCompa(z));
circuitA3bit A (.inA(inLed[2:0]), .outA(outCir));
mux2to1 mux0 (.in0(inLed[0]), .in1(outCir[0]), .sel(z), .out(m[0]));
mux2to1 mux1 (.in0(inLed[1]), .in1(outCir[1]), .sel(z), .out(m[1]));
mux2to1 mux2 (.in0(inLed[2]), .in1(outCir[2]), .sel(z), .out(m[2]));
mux2to1 mux3 (.in0(inLed[3]), .in1(0), .sel(z), .out(m[3]));
circuitB B (.inB(z), .outB(outD1));
decoder4bit decoder (.inDe(m), .outDe(outD0));
endmodule
module mux2to1 (in0, in1, sel, out);
input in0, in1, sel;
output out;
assign out = (sel) ? in1 : in0;
endmodule
--- run.sh ---
#!/bin/bash
# OpenROAD 26Q1-2900-gdf79404cd8, Yosys 0.63+post, stock flow scripts
make -C /OpenROAD-flow-scripts/flow DESIGN_CONFIG=/design/flow/config.mk WORK_HOME=/design/flow/orfs finish
==> run_summary.xml <==
<?xml version="1.0" encoding="UTF-8"?>
<metrics>
  <group name="run_status">
    <metric name="outcome" unit="">finished with violations</metric>
    <metric name="violations" unit="">setup timing</metric>
  </group>
  <group name="synth">
    <metric name="top_cell_area_share" unit="%">21.3</metric>
    <metric name="synth_chip_area" unit="sq um">294</metric>
    <metric name="syn_inst" unit="">42</metric>
    <metric name="yosysTopAreaCell" unit="">sky130_fd_sc_hd__ha_1</metric>
    <metric name="synth.avg_cell_area" unit="sq um">7.00</metric>
    <metric name="yosys-top-cells-count" unit="">6 x sky130_fd_sc_hd__buf_4, 5 x sky130_fd_sc_hd__ha_1, 5 x sky130_fd_sc_hd__o21ai_0, 4 x sky130_fd_sc_hd__a21oi_1, 3 x sky130_fd_sc_hd__inv_1</metric>
    <metric name="yosysSeqAreaShare" unit="%">0</metric>
    <metric name="synthTopCellsByArea" unit="">sky130_fd_sc_hd__ha_1 21%, sky130_fd_sc_hd__buf_4 15%, sky130_fd_sc_hd__o21ai_0 8.5%, sky130_fd_sc_hd__a21oi_1 6.8%, sky130_fd_sc_hd__o21a_1 5.1%</metric>
    <metric name="netlist_area" unit="sq um">294</metric>
    <metric name="yosysCellCount" unit="">42</metric>
    <metric name="netlist.top_cell.by_instances" unit="">sky130_fd_sc_hd__buf_4</metric>
    <metric name="synth_warnings" unit="">3</metric>
    <metric name="yosysUniqueCellTypes" unit="">20</metric>
  </group>
  <group name="final_timing">
    <metric name="final_tally_of_hold_violations" unit="">0</metric>
    <metric name="report.final.slew_viol_count" unit="">0</metric>
    <metric name="max_freq" unit="GHz">0.559</metric>
    <metric name="setup_total_negative_slack" unit="ps">-295</metric>
    <metric name="postLayoutSetupSlackWorst" unit="ps">-89.0</metric>
    <metric name="final_min_period_over_clock_period" unit="%">105</metric>
    <metric name="rsz0062_at_grt" unit="">true</metric>
    <metric name="final.min_clock_period" unit="ps">1790</metric>
    <metric name="setup_failing_eps_final" unit="">5</metric>
  </group>
  <group name="finish">
    <metric name="area_growth" unit="%">88.5</metric>
    <metric name="nClkBuffers" unit="">0</metric>
    <metric name="final_core_util" unit="%">16.2</metric>
    <metric name="layout-drive-gt1-share" unit="%">55.7</metric>
    <metric name="storage_cell_area" unit="sq um">0</metric>
    <metric name="design.seq.count" unit="">0</metric>
    <metric name="finalNonFillerCells" unit="">107</metric>
  </group>
  <group name="hold_path">
    <metric name="min_delay_worst_endpoint" unit="">outD0[4]</metric>
    <metric name="hp-class" unit="">input port to primary output</metric>
    <metric name="hold-path-cell-count" unit="">6</metric>
    <metric name="hold_path.startpoint" unit="">inLed[1]</metric>
  </group>
  <group name="critical_path">
    <metric name="worst_ep_required_time" unit="ps">1360</metric>
    <metric name="critical-path-slowest-cell" unit="">sky130_fd_sc_hd__ha_2</metric>
    <metric name="cp-end-kind" unit="">primary output</metric>
    <metric name="worst-endpoint-arrival" unit="ps">1450</metric>
    <metric name="timing.critical_path.slowest_cell_delay" unit="ps">200</metric>
    <metric name="crit_chain" unit="">buf_6, nor2b_4, nand2_2, o21a_1, ha_2, nor2_2, buf_4, a21oi_2, mux2i_1, buf_2</metric>
    <metric name="type_of_the_worst_setup_path" unit="">input port to primary output</metric>
    <metric name="critical_path.startpoint_type" unit="">input port</metric>
    <metric name="critical_path.max_fanout" unit="">3</metric>
    <metric name="critical_path_buffer_and_inverter_count" unit="">3</metric>
    <metric name="timing.critical_path.max_delay_family" unit="">buffers and inverters</metric>
  </group>
  <group name="pwr">
    <metric name="power.density" unit="nW/um^2">221</metric>
    <metric name="p_leak" unit="nW">0.238</metric>
    <metric name="worst_ir_drop_on_vdd" unit="V">0.0000387</metric>
    <metric name="fin_total_pwr" unit="mW">0.123</metric>
  </group>
  <group name="job">
    <metric name="stage_log_warnings" unit="">38</metric>
    <metric name="max-cap-violations" unit="">0</metric>
  </group>
  <group name="floorplanning">
    <metric name="floorplan.rows" unit="">21</metric>
    <metric name="floorplan.core_area" unit="sq um">3420</metric>
    <metric name="floorplanUtilization" unit="%">8.61</metric>
    <metric name="die_y" unit="um">80</metric>
    <metric name="die_width" unit="um">80</metric>
    <metric name="io-pin-count" unit="">18</metric>
    <metric name="chipArea" unit="sq um">6400</metric>
  </group>
  <group name="global_routing">
    <metric name="antenna_found_initial" unit="">0</metric>
    <metric name="grt_util_all_layers" unit="%">2.79</metric>
    <metric name="grt-ovfl-total" unit="">0</metric>
    <metric name="first_global_vias" unit="">292</metric>
    <metric name="global_route_wire_length_before_repair" unit="um">1480</metric>
    <metric name="grt_start_max_net_pins" unit="">16</metric>
  </group>
  <group name="place">
    <metric name="placedCellCount" unit="">104</metric>
    <metric name="io_buffers" unit="">15</metric>
    <metric name="gp_congestion" unit="">0.657</metric>
    <metric name="place_hpwl" unit="um">768</metric>
  </group>
  <group name="route">
    <metric name="drc" unit="">0</metric>
    <metric name="routed_wl" unit="um">901</metric>
    <metric name="post_detailed_route_wirelength_per_cell" unit="um">8.42</metric>
    <metric name="detailroute.via_count" unit="">310</metric>
    <metric name="drtPass1Iterations" unit="">3</metric>
    <metric name="antenna_diode_count" unit="">0</metric>
    <metric name="drt_iter0_markers" unit="">6</metric>
    <metric name="vias_per_cell" unit="">2.90</metric>
    <metric name="route.antenna.remaining_nets" unit="">0</metric>
  </group>
  <group name="clock_tree">
    <metric name="cts-hold-fix-buffers" unit="">0</metric>
  </group>
</metrics>
-- area by class of cell --
type               count  area, sq um
repair buffers        26          213
inverters              3         11.3
well taps             46         57.6
fillers              388         2860
multi-input cells     32          273
-- logic make-up after synthesis --
| group | synth area share, % |
|---|---|
| fa+ha+maj | 21.3 |
| other cells | 2.55 |
| buf+inv | 24.7 |
| compound gates | 27.2 |
| simple gates | 20.9 |
| mux | 3.40 |
-- worst max-delay path by stage --
stage	startpoint	end	slack (ps)	cells after the start
after CTS	inLed[1]	outD0[2]	-110	10
final	inLed[3]	outD0[2]	-90	10
after global routing	inLed[1]	outD0[2]	-210	10
-- stage by stage --
step | setup WS, ps | area, sq um | hold WS, ps
floorplan | 110 | 298 | 716
global placement | -925 | 504 | 1760
detailed placement | -951 | 504 | 1760
CTS | -107 | 554 | 1150
global route | -207 | 554 | 1140
finish | -89.0 | 554 | 1100
-- placed cells by master (no fill, tap or decap), types with 3 or more instances in the layout --
cell,synthesis,final
sky130_fd_sc_hd__inv_1,3,3
sky130_fd_sc_hd__ha_2,0,5
sky130_fd_sc_hd__buf_6,1,3
sky130_fd_sc_hd__buf_2,1,5
sky130_fd_sc_hd__dlygate4sd2_1,0,3
sky130_fd_sc_hd__buf_4,6,9
sky130_fd_sc_hd__o21ai_1,0,3
sky130_fd_sc_hd__clkdlybuf4s50_1,0,4
sky130_fd_sc_hd__conb_1,2,3
-- where the power goes --
part | switching [mW] | internal [mW] | total (mW)
combinational | 0.0481 | 0.0745 | 0.123
clock | 0 | 0 | 0
sequential | 0 | 0 | 0
-- layer usage --
layer	share of wire (%)	track usage (%)	wire, um
met5	0	0	0
met4	0	0	0
met3	3.9	0.341	35
met2	51	5.06	461
met1	45	3.63	404
-- timing repair --
item / in CTS / in global routing
resized: 53 / 2
endpoints found under the hold margin: 0 / 0
pin swaps: 10 / 4
setup endpoints to repair: 11 / 7
setup buffers: 4 / 0
No activity file was given, so power comes from the tool's default toggle rates.
