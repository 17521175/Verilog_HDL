**./constraint.sdc**
```tcl
current_design traffLight

set clk_period 2.1
set clk_io_pct 0.2

create_clock -name clk0 -period $clk_period [get_ports {clk}]

set non_clock_inputs [all_inputs -no_clocks]
set_input_delay [expr $clk_period * $clk_io_pct] -clock clk0 $non_clock_inputs
set_output_delay [expr $clk_period * $clk_io_pct] -clock clk0 [all_outputs]
```
**./run.sh**
```bash
#!/bin/bash
# OpenROAD 26Q1-2900-gdf79404cd8, Yosys 0.63+post, stock flow scripts
make -C /OpenROAD-flow-scripts/flow DESIGN_CONFIG=/design/flow/config.mk WORK_HOME=/design/flow/orfs finish
```
**./design.v**
```verilog
module traffLight(reset, clk, northSouth, eastWest);
parameter numBit = 2;
parameter delaySize = 4;
parameter state0 = 3'b000, state1 = 3'b001, state2 = 3'b010, state3 = 3'b011, state4 = 3'b100, state5 = 3'b101;
parameter off = 3'b000, red = 3'b100, yellow = 3'b010, green = 3'b001;
parameter delay3s = 3, delay15s = 15;
input reset, clk;
output [numBit:0] northSouth, eastWest;
reg [numBit:0] northSouth, eastWest;
reg [numBit:0] state;
reg [delaySize:0] count;
always @ (posedge clk or negedge reset) begin
	if(reset == 0) begin
		state <= state0;
		count <= 0;
	end
	else begin
		case(state)
			state0: if(count < 15) begin
					       state <= state0;
					       count <= count + 1;
				      end
				      else begin
					       state <= state1;
					       count <= 0;	
				      end
			state1: if(count < 3) begin
					       state <= state1;
					       count <= count + 1;
				      end
				      else begin
					       state <= state2;
					       count <= 0;	
				      end
			state2: if(count < 3) begin
					       state <= state2;
					       count <= count + 1;
				      end
				      else begin
					       state <= state3;
				  	      count <= 0;	
				      end
			state3: if(count < 15) begin
					       state <= state3;
					       count <= count + 1;
				      end
				      else begin
					       state <= state4;
					       count <= 0;	
				      end
			state4: if(count < 3) begin
					       state <= state4;
					       count <= count + 1;
				      end
				      else begin
					       state <= state5;
					       count <= 0;	
				      end
			state5:	if(count < 3) begin
					       state <= state5;
					       count <= count + 1;
				      end
				      else begin
					       state <= state0;
					       count <= 0;	
				      end
			default: state <= state0;
		endcase
	end
end
always @ (state) begin
	case(state)
		state0: begin
		        northSouth <= green;
			eastWest <= red;
			end
		state1: begin
		        northSouth <= yellow;
			eastWest <= red;
			end
		state2: begin
		        northSouth <= red;
			eastWest <= red;
			end
		state3: begin
		        northSouth <= red;
			eastWest <= green;
			end
		state4: begin
		        northSouth <= red;
			eastWest <= yellow;
			end
		state5: begin
		        northSouth <= red;
			eastWest <= red;
			end
    		default: begin   
		         northSouth <= off;
			 eastWest <= off;
			 end
	endcase
end
endmodule	
```
**./config.mk**
```make
export PLATFORM = sky130hd
export DESIGN_NAME = traffLight
export DESIGN_NICKNAME = traffLight
export VERILOG_FILES = /design/flow/design.v
export SDC_FILE = /design/flow/constraint.sdc
export NUM_CORES = 4
export LEC_CHECK = 1
export CORE_AREA = 10 10 81 81
export DIE_AREA = 0 0 91 91
```
==> summary.txt <==
Status of the implementation.

- The flow ran to the end, and the final reports show no timing, DRC or antenna violations.
- The ratio of cells with drive above 1 in the final layout is 27.9%, for reference.
- Across the run, the number of max-cap violations was 0.
- For this run, design rule violations remaining after detail routing come to 0.
- For the pin with the worst max-slew slack, the measured transition is slightly above 0.5 ns.
- The total of fill cells in the finished design is approximately 540, for reference.
- The number of clock buffers added by TritonCTS is 3.
- The post-synthesis register bit count is 11, for reference.
- The pre-CTS setup slack is around 0.18 ns, for reference.
- Nets still carrying antenna violations after routing amount to 0.
- Setup repair after global routing left no endpoint under its margin.
- The yosys synthesis chip area is approximately 560 um2, for reference.
- The via count of the first global-routing pass was 457.
- The tightest hold path in the finished design has a slack of roughly 0.52 ns.
- At the worst endpoint, the required time is roughly 1.7 ns.
- The total inserted antenna cells is 0, for reference.
- The number of logged tool warnings is 25, for reference.
- The worst setup path is captured at an output pin.
- The via-per-instance ratio is ~3.4, for reference.
- The number of antenna violations at the first check in global routing is 0.
- The area added between synthesis and finish is 38.4%, for reference.
- Between clock sinks in the finished design, the worst skew comes to between 0.001 and 0.0015 ns.
- The fraction of the yosys area taken by sequential cells is about half, for reference.
- The overall die width is 91 um, for reference.
- The clock input transition at the sequential cells of the worst setup and hold paths is approximately 0.05 ns, for reference.
- The cell at the slowest stage of the critical path is or4_2, for reference.
- The highest clock frequency the design can meet is about 500 MHz, for reference.
- The type of the tightest min-delay check is in -> async, for reference.
- Clock tree synthesis selected as its root buffer the cell clkbuf_8.
- The floorplan step records an initial core utilization of 11.6%.
- The report lists the cells along the critical path as or4_2 > dlygate4sd2_1.
- The first global-routing pass estimated roughly 2200 um of wire.
- The average cell area after synthesis is 11.2 um2, for reference.
- The insertion delay at the late pin of the worst-skew pair is about 0.24 ns, for reference.
- The count of clock tree sinks is 11, for reference.
- The path type of the worst setup path is reg -> out, for reference.
- Along the worst path, the maximum fanout reaches 4.
- Detailed routing inserted a total of around 430 vias.
- The number of standard-cell rows in the floorplan is 25, for reference.
- The count of H-tree levels built during CTS is 1, for reference.
- The iteration count of the initial detailed-routing pass is 2, for reference.
- Checking max transition, the worst relative margin is roughly 66%.
- The number of hold violations in the final report is 0, for reference.
- TritonCTS built the clock tree.
- For this run, the final setup violation count is recorded as 0.
- The share of the synthesized area in the top cell type is between 40 and 50%, for reference.
- During placement, the flow inserted port buffers numbering 7.
- Power spread over the standard cell area amounts to 552 nW/um2.
- After its last routability iteration, the placer logged a weighted congestion of approximately 0.82.
- The number of buffers between clock root and the deepest sink is 2, for reference.
- According to the I/O placement log, the pin count is 8.
- The half-perimeter wire length after placement is approximately 860 um, for reference.
- The cell area after layout is ~780 um2, for reference.
- The final sum of negative setup slack is 0 ns, for reference.
- Sorting the Yosys area breakdown by cell type puts at the top dfrtp_1.
- The total detailed-routing wirelength is roughly 1200 um, for reference.
- The biggest cell delay along the critical path is 0.65 ns, for reference.
- Summing every instance area after synthesis gives 561 um2.
- Entering global routing, the biggest net connects 12 pins.
- The worst path needs 1.98 ns of the cycle, external delays included.
- The design draws around 0.43 mW.
- The worst setup path is launched from a flop.
- In the post-route analysis, the smallest setup slack over all paths is 0.124 ns.
- The synth_stat.txt file lists the number of cells as ~50.
- The region available for standard cell placement spans 4820 um2.
- The height of the chip is slightly above 90 um, for reference.
- The cell area after placement is about 710 um2, for reference.
- Summed over all layers, the global routing overflow is 0.
- The synthesis report lists the Yosys warning total as 1.
- The average wire per standard cell is roughly 9.5 um, for reference.
- The data arrival time at the worst-slack endpoint is 1.56 ns, for reference.
- The standby leakage power is roughly 0.35 nW, for reference.
- The chip occupies 8280 um2.
- The number of different library cells used by synthesis comes to 26.
- The violation count after the first detailed-route iteration is 8, for reference.
- The worst path uses 94.1% of the clock period.
- In the final report, the number of pins over their slew limit comes to 0.
- After synthesis, the cell types taking the most area are dfrtp_1 (45%), mux2_2 (6.0%), a2111oi_4 (4.9%).
- Looking at the VDD voltage map, the peak drop is 0.318 mV.
- In the synthesized netlist, the number of instances is roughly 50.
- In the global route stage, overall resource usage came out at between 3 and 4%.
## what timing repair did
item,CTS,global route
endpoints found under the setup margin,1,1
endpoints found under the hold margin,0,0
gates cloned,0,0
buffers inserted,1,1
hold buffers,0,0
resized,1,1
## routing by layer
metal | vias up | share of wire (%) | GRT usage [%] | wire length [um]
met1 | 206 | 50 | 4.23 | 611
met4 | 0 | 0 | 0.261 | 0
met2 | 13 | 38 | 4.06 | 470
li1 | 212 | - | - | -
met3 | 0 | 11 | 2.07 | 139
met5 | - | 0 | 0 | 0
## placed cells by master, fill, tap and decap left out
cell type,n
buf_4,4
a22o_2,1
ha_1,1
dlymetal6s2s_1,1
dfstp_2,1
nand3_1,1
a41o_1,1
dlygate4sd2_1,1
clkbuf_8,3
nor4_1,1
clkbuf_1,1
nor3_1,1
o2bb2ai_1,1
nor2_1,2
mux2_2,3
a21oi_1,3
a31oi_1,2
dfrtp_1,10
or4_2,1
nand2_1,3
clkdlybuf4s50_1,5
o21ai_0,2
a32o_1,1
or3_4,1
and2_4,1
a41oi_1,1
or4_4,1
a22o_1,2
nand2b_1,1
inv_1,3
a2111oi_4,1
## cell families after synthesis
family,Yosys count,share of synthesized area [%]
multiplexers,3,6.03
AND/OR/NAND/NOR,13,14.5
flip-flops,11,49.3
buffers and inverters,7,4.69
adder cells (fa/ha/maj),1,2.23
AND-OR/OR-AND,15,23.2
## cell usage after synthesis
| cell type | n |
|---|---|
| or3_4 | 1 |
| a2111oi_4 | 1 |
| a22o_1 | 2 |
| clkbuf_1 | 4 |
| dfstp_2 | 1 |
| nand3_1 | 1 |
| ha_1 | 1 |
| and2_4 | 1 |
| a22o_2 | 1 |
| inv_1 | 3 |
| nand2b_1 | 1 |
| dfrtp_1 | 10 |
| a32o_1 | 1 |
| nor2_1 | 2 |
| mux2_2 | 3 |
| or4_2 | 1 |
| o2bb2ai_1 | 1 |
| nor4_1 | 1 |
| a41oi_1 | 1 |
| a21oi_1 | 3 |
| nand2_1 | 3 |
| a41o_1 | 1 |
| a31oi_1 | 2 |
| or4_4 | 1 |
| o21ai_0 | 2 |
| nor3_1 | 1 |
## report_power, final
part / internal (mW) / leakage (nW) / switching (mW)
Clock: 0.133 / 0.0228 / 0.0766
Sequential: 0.213 / 0.150 / 0
Combinational: 0.00163 / 0.176 / 0.00402
## worst paths after layout
check | start | endpoint | slack (ns) | cells after the start
worst max-delay path | flop | eastWest[2] | 0.12 | 2
worst min-delay path | reset | count[2] | 0.52 | 1
worst max register to register | flop | count[4] | 0.26 | 4
worst min register to register | state[0] | state[0] | 0.52 | 2
max in group asynchronous | reset | state[0] | 1.22 | 1
min in group clk0 | state[0] | state[0] | 0.52 | 2
## layout make-up
| class | count | area (um2) | share of cell area [%] |
|---|---|---|---|
| Sequential cell | 11 | 277 | 35.6 |
| Clock buffer | 4 | 45.0 | 5.81 |
| Tap cell | 67 | 83.8 | 10.8 |
| Multi-Input combinational cell | 32 | 258 | 33.2 |
| Inverter | 3 | 11.3 | 1.45 |
| Timing Repair Buffer | 11 | 101 | 13.1 |
## through the flow
step,utilization [%],instances
after floorplan,-,50
after global placement,14.8,122
after detailed placement,14.8,122
after CTS,15.9,127
after global routing,16.1,128
final,16.1,128
## critical path: cells and delay by family (launching register included)
kind,cells,cell delay (ns)
DFF,1,0.40
buffers and inverters,1,0.27
and+or+nand+nor,1,0.65
Power figures rest on the tool's default switching activity, not on a simulated workload.
