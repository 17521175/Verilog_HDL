$ cat flow/config.mk
export PLATFORM = sky130hd
export DESIGN_NAME = moreFSM
export DESIGN_NICKNAME = moreFSM
export VERILOG_FILES = /design/flow/design.v
export SDC_FILE = /design/flow/constraint.sdc
export NUM_CORES = 4
export LEC_CHECK = 1
export CORE_AREA = 10 10 70 70
export DIE_AREA = 0 0 80 80
$ cat flow/constraint.sdc
current_design moreFSM

set clk_period 1.7
set clk_io_pct 0.2

create_clock -name clk0 -period $clk_period [get_ports {clk}]

set non_clock_inputs [all_inputs -no_clocks]
set_input_delay [expr $clk_period * $clk_io_pct] -clock clk0 $non_clock_inputs
set_output_delay [expr $clk_period * $clk_io_pct] -clock clk0 [all_outputs]
$ cat flow/design.v
module moreFSM(reset, clk, inState, outState);
input inState, reset, clk;
output outState;
reg outState;
parameter numBit = 3;
parameter stateA = 4'b0000, stateB = 4'b0001, stateC = 4'b0010, stateD = 4'b0011, stateE = 4'b0100, stateF = 4'b0101, stateG = 4'b0110, stateH = 4'b0111, stateI = 4'b1000;
reg [numBit:0] state;
always @ (posedge clk or negedge reset) begin
	if(reset == 0) begin
		state <= stateA;
		outState <= 0;
	end
	else begin
		case(state)
			stateA: begin outState <= 0; if(inState == 0) state <= stateB; else state <= stateF; end
			stateB: begin outState <= 0; if(inState == 0) state <= stateC; else state <= stateF; end
			stateC: begin outState <= 0; if(inState == 0) state <= stateD; else state <= stateF; end
			stateD: begin outState <= 0; if(inState == 0) state <= stateE; else state <= stateF; end
			stateE: begin outState <= 1; if(inState == 0) state <= stateE; else state <= stateF; end
			stateF: begin outState <= 0; if(inState == 1) state <= stateG; else state <= stateB; end
			stateG: begin outState <= 0; if(inState == 1) state <= stateH; else state <= stateB; end
			stateH: begin outState <= 0; if(inState == 1) state <= stateI; else state <= stateB; end
			stateI: begin outState <= 1; if(inState == 1) state <= stateI; else state <= stateB; end
			default: state = stateA;
		endcase 
	end
end
endmodule
$ cat flow/run.sh
#!/bin/bash
# OpenROAD 26Q1-2900-gdf79404cd8, Yosys 0.63+post, stock flow scripts
make -C /OpenROAD-flow-scripts/flow DESIGN_CONFIG=/design/flow/config.mk WORK_HOME=/design/flow/orfs finish
==> impl_metrics.yaml <==
# implementation run metrics
global_routing:
  grt_pass1_wl_um: 903
  use_met1_pct: 2.78
  grt_use_met3_pct: 0.455
  grt_max_degree: 11
  grt.busiest_layer: "met1"
  use_met2_pct: 2.09
  track_usage_pct: 1.75
  grt_pass1_vias: 222
  overflow: 0
  antenna_found_initial: 0
synthesis:
  ys_cells: 29
  ys_ff: 10
  ys_seq_share_pct: 70.0
  ys_area_um2: 359
  synthCells: 29
  ys_sh_xor_pct: 0
  top_logic_kind: "simple AND/OR/NAND/NOR gates"
  mux_area_share_pct: 0
  syn_avg_cell_area_um2: 12.4
  synth-simple-area-share_pct: 22.6
  ys.warnings.count: 1
  fa_ha_area_share_pct: 0
  yosysUniqueCellTypes: 15
  ys_sh_aoi_pct: 5.23
  synthesis.area_um2: 359
setup_path:
  critPathRequiredTime_ns: 1.36
  crit_chain: "clkdlybuf4s50_1"
  reg2reg_depth: 3
  crit_fanout: 2
  r2r_slack_ns: 0.86
  cp_top_family: "buffers and inverters"
  critical_path.slowest_cell: "clkdlybuf4s50_1"
  r2r-end: "state[5]"
  startpoint_type: "flip-flop"
  startpoint: "outState"
  path_class: "flip-flop to output pin"
  arrival_ns: 1.09
  path_buffers: 1
  timing.rr.start: "state[2]"
  slowest_delay_ns: 0.49
  cp-end-kind: "output pin"
route:
  drc: 0
  drtPass1Iterations: 4
  drt-total-wl_um: 571
  drt_iter0_markers: 4
  num_vias: 216
  antennaDiodeCount: 0
  drtAntennaViolNets: 0
  viasPerCell: 2.63
  wl_per_cell_um: 6.96
floorplanning:
  design.portCount: 4
  fp.dieH_um: 80
  fp_util_pct: 10.5
  rows: 21
  dieArea_um2: 6400
  fp.dieW_um: 80
  core_um2: 3420
cts:
  numCtsBuffers: 3
  clkTransAtPathRegs_ns: 0.06
  postCtsHoldBufs: 0
  postCtsResizedCells: 0
  root_buffer: "clkbuf_4"
  cts_tree: "built"
  clock_sinks: 10
  cts.htree.levels: 1
  postCtsSetupBuffers: 0
  cts_buffer_depth: 2
  clk_latency_ns: 0.25
final_timing:
  period_minus_slack_ns: 1.43
  slew_viol_final: 0
  clock_skew_ns: 0.00804
  rsz0062_at_grt: "false"
  setup-violations-final: 0
  hold_ws_ns: 0.388
  fin_crit_sh_pct: 83.9
  timing_hold_violations_final: 0
  max_freq_ghz: 0.701
  tns_ns: 0
finish:
  lay_top_count: "dfrtp_1"
  area_growth_pct: 31.7
  final.fill_count: 402
  final_cells: 82
  final_area_um2: 473
  drive_gt1_share_pct: 22.2
  final_cell_mix: "dfrtp_1, nor2_1, clkbuf_4, clkdlybuf4s50_1"
placed_design:
  dpl_cell_area_um2: 447
  dp_cells: 78
  portBuffers: 3
  place_congestion: 0.769
  dp_hpwl_um: 436
power:
  p_comb_share_pct: 7.9
  power.density_nw_per_um2: 973
  p_switching_uw: 97.4
  switching_share_pct: 21.2
  p_int_uw: 363
  seq_power_share_pct: 57.4
  peakVddDrop_v: 0.000368
  p_leak_nw: 0.201
  power_frac_clock_pct: 34.6
min_path:
  hp-class: "input port to async pin"
job:
  maxCapViolCount: 0
  warnings: 25
outcome:
  status: "finished, final reports clean"
==> flip-flops by register name, indices dropped and copies added (netlist names) <==
signal    cells
state         9
outState      1
==> cell usage after synthesis <==
library cell	n	area (um^2)
nand2_1	1	3.75
o21ai_2	1	8.76
nor2_1	5	18.8
dfrtp_1	9	225
nor3_2	1	10.0
nor2b_1	2	12.5
inv_1	1	3.75
nor3_1	1	5.00
and2_2	1	7.51
dfstp_2	1	26.3
and2_1	1	6.26
a21oi_1	2	10.0
nor2_4	1	11.3
conb_1	1	3.75
nand4_1	1	6.26
==> cells by family (layout without fill, tap and decap cells) <==
group / count (synthesis) / after routing
flops: 10 / 10
compound gates: 3 / 3
simple gates: 14 / 14
other cells: 1 / 1
buf+inv: 1 / 8
==> metrics by stage <==
step | power [mW] | setup slack (ns) | utilization, %
CTS | 0.470 | 0.245 | 13.8
detailed placement | 0.305 | 0.460 | 13.1
finish | 0.460 | 0.273 | 13.8
floorplan | 0.284 | 0.903 | -
global route | 0.487 | 0.210 | 13.8
global placement | 0.305 | 0.498 | 13.1
==> how the worst max path moves through the flow <==
stage | depth (start not counted) | to
finish | 1 | outState
CTS | 1 | outState
global route | 1 | outState
==> cell type report <==
type	instances	area [um^2]	area share, %
Clock buffer	4	26.3	5.56
Sequential cell	10	251	53.2
Multi-Input combinational cell	18	104	22.0
Tap cell	46	57.6	12.2
Inverter	1	3.75	0.794
Timing Repair Buffer	3	30.0	6.35
==> routing by layer <==
metal	share of wire, %	wire (um)
met5	0	0
met4	0	0
met3	4.7	27
met2	36	203
met1	59	339
==> power groups by stage <==
| stage | Clock (mW) | Combinational, mW | Sequential, mW |
|---|---|---|---|
| final | 0.159 | 0.0366 | 0.264 |
| after global routing | 0.180 | 0.0412 | 0.266 |
| after CTS | 0.169 | 0.0368 | 0.264 |
Power and IR drop assume default switching activity.
